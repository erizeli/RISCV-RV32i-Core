### design/flow/design.v
module register_file(
	input logic clk,
	input logic rst,
	input logic read_enable,
	input logic write_enable,
	input logic [31:0] write_data,  
	input logic [4:0] rs1,  
	input logic [4:0] rs2,  
	input logic [4:0] rd,   
	output logic [31:0] read_data1,
	output logic [31:0] read_data2
);
	logic [31:0] registers [31:0];
	always_ff@(posedge clk) begin
		if (rst) begin
			for (int i = 0; i<32; i++)
				registers[i] = 32'b0;
		end
		else if (read_enable) begin
			read_data1 = registers[rs1];
			read_data2 = registers[rs2];
		end
		else if (write_enable & rd != 0) 
			registers[rd] <= write_data;
	end
endmodule
### design/flow/run.sh
#!/bin/bash
# OpenROAD 26Q1-2900-gdf79404cd8, Yosys 0.63+post, stock flow scripts
make -C /OpenROAD-flow-scripts/flow DESIGN_CONFIG=/design/flow/config.mk WORK_HOME=/design/flow/orfs finish
### design/flow/config.mk
export PLATFORM = sky130hd
export DESIGN_NAME = register_file
export DESIGN_NICKNAME = register_file
export VERILOG_FILES = /design/flow/design.v
export SDC_FILE = /design/flow/constraint.sdc
export NUM_CORES = 4
export LEC_CHECK = 1
export CORE_UTILIZATION = 40
### design/flow/constraint.sdc
current_design register_file

set clk_period 11.3
set clk_io_pct 0.2

create_clock -name clk0 -period $clk_period [get_ports {clk}]

set non_clock_inputs [all_inputs -no_clocks]
set_input_delay [expr $clk_period * $clk_io_pct] -clock clk0 $non_clock_inputs
set_output_delay [expr $clk_period * $clk_io_pct] -clock clk0 [all_outputs]
==> results.py <==
# Synthesis and PnR figures
metrics = {
    "place": {
        "place_congestion": 1.09,
        "portBuffers": 114,
        "place_hpwl_um": 217000,
        "dp.cells": 8066,
    },
    "power": {
        "powerDensity_mw_per_mm2": 149,
        "irDropWorstVdd_mv": 0.124,
        "power_uw": 8660,
        "cellLeakagePower_uw": 0.0189,
    },
    "synthesis": {
        "netlist.area_leader.share": 0.404,
        "yosysTopAreaCell": "dfxtp_1",
        "ys.warnings.count": 2,
        "syn_area_mm2": 0.0507,
        "synth-edff-count": 64,
        "avgSynthCellArea_um2": 7.60,
        "synthCells": 6673,
        "ys_types": 74,
        "yosysSeqAreaShare": 0.442,
        "synth_flops": 1088,
        "async_flop_share": 0,
        "synthFlopType": "dfxtp_1",
        "top_cells_by_area": "dfxtp_1 40%, nand2_1 16%, a22oi_1 11%",
        "yosys_area_mm2": 0.0507,
        "ys_cells": 6673,
    },
    "final_layout": {
        "syn2layout_area_growth_pct": 14.4,
        "layout_top_cell": "nand2_1",
        "drive_gt1_frac": 0.0982,
        "lay_top_cells": "2204 x nand2_1, 1079 x a21oi_1, 1024 x dfxtp_1, 728 x a22oi_1, 281 x buf_4",
        "final_cells": 8337,
    },
    "clock_network": {
        "path_clk_slew_ps": 70,
        "holdBufCountCts": 0,
        "cts_buffers": 121,
        "h-tree-depth": 3,
        "cts_resized": 0,
        "cts-root-buf": "clkbuf_16",
        "ctsLongestPathBuffers": 3,
        "cts_tree": "built",
        "clock-sinks": 1088,
        "cts_setup_buffers": 0,
        "insertion_delay_ps": 780,
    },
    "routing": {
        "wirelength_um": 360000,
        "first_pass_iters": 9,
        "wl_per_cell_um": 43.2,
        "route.detailed.drc": 0,
        "vias_per_cell": 7.14,
        "final_antenna_net_count": 0,
        "vias": 59553,
        "drt_iter0_drc": 9461,
    },
    "critical_path": {
        "cp.buffers_inverters": 3,
        "startpoint": "rs2[3]",
        "path_max_fanout": 28,
        "crit_chain": "buf_4 -> buf_4 -> nor3_2 -> nand2_2 -> buf_4 -> nor2_1 -> a21oi_1",
        "crit_arrival_ps": 6180,
        "critical-path-top-delay-family": "simple AND/OR/NAND/NOR gates",
        "r2r_setup_slack_ps": 8980,
        "cpPeakStageDelay_ps": 1290,
        "worst_path_max_delay_cell": "nor3_2",
        "path_class": "in2reg",
        "cp-start-kind": "primary input",
        "crit_path_frequent_cell": "buf_4",
        "cp_data_required_time_ps": 11800,
        "end_kind": "flip-flop",
        "r2r-start": "registers[21][8]$_SDFFE_PP0P_",
    },
    "global_routing": {
        "grt.total_usage": 0.570,
        "grt_overflow": 0,
        "grt_pass1_wl_um": 473000,
        "grt_pass1_vias": 53519,
        "antenna_found_initial": 24,
        "grt_max_degree": 143,
    },
    "final_timing": {
        "hold_viol": 0,
        "worstMarginPinSlew_ps": 1590,
        "slew_headroom": -0.0653,
        "rsz0062_at_grt": "false",
        "worst_hold_slack_ps": 472,
        "finalSetupViolations": 0,
        "drv_slew": 6,
        "tns_ps": 0,
        "fmax_ghz": 0.176,
        "finalCritPeriodShare": 0.503,
        "fin_crit_ps": 5680,
        "clock_skew_ps": 41.3,
    },
    "floorplan": {
        "floorplan.core_util": 0.403,
        "core-area_mm2": 0.126,
        "die_w_um": 358,
        "fp.dieArea_mm2": 0.128,
        "ios": 115,
        "fp-row-count": 130,
        "dieHeight_um": 358,
    },
    "run": {
        "cap_violations": 1,
        "tool_warnings": 31,
    },
    "min_path": {
        "hold_start": "registers[13][22]$_SDFFE_PP0P_",
        "hold_path_class": "reg2reg",
    },
    "status": {
        "violations": "max-capacitance violations, max-slew violations",
        "status": "complete, but fails checks",
    },
}
cell type report:
class	instances	area [um^2]
Antenna cell	46	115
Timing Repair Buffer	393	3230
Tap cell	1650	2060
Fill cell	12252	67700
Inverter	6	22.5
Multi-Input combinational cell	4929	26000
Clock inverter	46	420
Clock buffer	179	3720
Sequential cell	1088	22400
cells in the mapped netlist (all sizes together) (52+ instances only):
cell / number
a22oi: 728
nand4: 102
nor3: 87
a22o: 56
edfxtp: 64
mux2i: 54
a21oi: 1079
nor2: 172
dfxtp: 1024
buf: 237
clkbuf: 413
nand2: 2218
nand3: 52
metrics by stage:
step	instance area (um^2)	util	setup WS (ps)
floorplan	50700	-	5340
global placement	53800	0.428	5330
detailed placement	53800	0.428	5330
CTS	57900	0.461	6100
global route	57900	0.461	5850
finish	58000	0.461	5620
final timing paths:
path | end | depth (start not counted)
hold / removal | registers[13][22]$_SDFFE_PP0P_ | 2
hold reg to reg | registers[13][22]$_SDFFE_PP0P_ | 2
setup reg to reg | read_data1[8]$_DFFE_PP_ | 4
setup / recovery | read_data2[7]$_DFFE_PP_ | 7
registers in the layout, indices dropped and copies added, names as in the netlist:
name,cells
read_data1,32
read_data2,32
registers,1024
kinds of logic (layout without fill, tap and decap cells):
logic type | count (synthesis) | after routing | synth area share
AND/OR/NAND/NOR | 2805 | 2805 | 0.231
AND-OR/OR-AND | 2051 | 2051 | 0.255
flip-flops | 1088 | 1088 | 0.442
buffers and inverters | 656 | 624 | 0.0571
multiplexers | 73 | 73 | 0.0149
other | 0 | 46 | 0
metal layers:
layer	GRT usage	up-vias	wire (um)
met2	0.720	5977	137000
li1	-	23240	-
met5	0.0578	-	1030
met3	0.357	1958	63900
met4	0.383	40	32200
met1	0.710	28338	126000
worst register-to-register path, cell delays in order, from the launching register on:
cell	delay, ps
dfxtp_1	480
mux2i_1	180
nor4b_1	970
a2111oi_0	250
a31oi_1	280
report_power, final:
group	total [uW]	switching, uW	internal [uW]
registers	3920	24.1	3890
clock network	4190	1790	2400
logic	554	457	96.7
total	8660	2270	6390
No activity file was given, so power comes from the tool's default toggle rates.
